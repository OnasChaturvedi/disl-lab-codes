$ cat run.sh
#!/bin/bash
# OpenROAD 26Q1-2900-gdf79404cd8, Yosys 0.63+post, stock flow scripts
make -C /OpenROAD-flow-scripts/flow DESIGN_CONFIG=/design/flow/config.mk WORK_HOME=/design/flow/orfs finish
$ cat config.mk
export PLATFORM = sky130hd
export DESIGN_NAME = mux16to1
export DESIGN_NICKNAME = mux16to1
export VERILOG_FILES = /design/flow/design.v
export SDC_FILE = /design/flow/constraint.sdc
export NUM_CORES = 4
export LEC_CHECK = 1
export CORE_AREA = 10 10 70 70
export DIE_AREA = 0 0 80 80
$ cat constraint.sdc
current_design mux16to1

set clk_period 1.8
set clk_io_pct 0.2

create_clock -name clk0 -period $clk_period

set non_clock_inputs [all_inputs -no_clocks]
set_input_delay [expr $clk_period * $clk_io_pct] -clock clk0 $non_clock_inputs
set_output_delay [expr $clk_period * $clk_io_pct] -clock clk0 [all_outputs]
$ cat design.v
module mux16to1 (
    input  [15:0] in,       
    input  [3:0]  sel,      
    output out
);
    wire out0, out1; 
    mux8to1 mux_low (.in(in[7:0]), .sel(sel[2:0]), .out(out0));
    mux8to1 mux_high (.in(in[15:8]), .sel(sel[2:0]), .out(out1));
    mux2to1 mux_final (.in0(out0), .in1(out1), .sel(sel[3]), .out(out));
endmodule
module mux8to1 (
    input  [7:0] in,       
    input  [2:0] sel,      
    output reg out
);
    always @(*) begin
        case (sel)
            3'b000: out = in[0];
            3'b001: out = in[1];
            3'b010: out = in[2];
            3'b011: out = in[3];
            3'b100: out = in[4];
            3'b101: out = in[5];
            3'b110: out = in[6];
            3'b111: out = in[7];
            default: out = 1'b0;
        endcase
    end
endmodule
module mux2to1 (
    input  in0, in1,  
    input  sel,      
    output out
);
    assign out = (sel) ? in1 : in0;
endmodule
==> results_slide.txt <==
Implementation Results

Setup path
  • Kind of start point of the critical path: primary input
  • Worst Path Max Fanout: 5
  • Data required time at the worst endpoint: 1440 ps
  • Data arrival time of the worst path: 1410 ps
  • Critical Path Sink Type: output pin
  • Critical setup path kind: in -> out

Logic synthesis
  • Yosys stat cell total: 21
  • Total cell area reported by yosys after synthesis: 198 µm²
  • Count of mapped cells out of synthesis: 21
  • Mux cell area share: 28.5%
  • Share of the synthesized netlist area taken by xor and xnor gates: 0%
  • Number of warning messages in the yosys log: 1
  • Share of the yosys chip area belonging to registers: 0%
  • Synth logic family: AND-OR/OR-AND gates
  • Mapped Avg Cell Area: 9.41 µm²
  • Library cells used by synthesis: 16
  • FA/HA/MAJ Cells, Area Fraction: 0%
  • Synth Area in Compound Gates: 30.4%
  • Post-synthesis cell area: 198 µm²
  • Simple-Gate Fraction of Synth Area: 22.8%

Timing
  • Count of final max-slew check failures: 0
  • Final Critical Period: 1770 ps
  • Transition time at the pin with the least slew margin: 265 ps
  • Maximum frequency from static timing analysis: 565 MHz
  • Final Hold Vio Count: 0
  • Final tally of setup violations: 0
  • Final clock period utilization by the worst path: 98.3%
  • Slew HR: 82.1%
  • Setup repair after global routing missed its margin: no
  • PnR worst setup slack: 30.1 ps

Final layout
  • Commonest non-fill, non-tap cell in the layout: dlygate4sd2_1
  • Top Layout Cells: dlygate4sd2_1, clkdlybuf4s15_1
  • Area overhead of the layout relative to synthesis: 166%
  • Clkbuf count: 0
  • Flop Count: 0
  • Area of the multi-input gates: 211 µm²
  • Finished Cell Area: 527 µm²
  • Number of standard cells in the layout, taps in and fillers out: 90
  • Layout fillers: 398
  • Fraction of layout instances using a drive strength above 1: 50.0%
  • Fin util: 15.4%
  • Storage element area: 0 µm²

Global route
  • Initial antenna violation count: 0
  • Wire length of the first global-routing pass: 1.56 mm
  • Overall Global Routing Usage: 2.96%
  • Maximum number of pins on one net before global-route repair: 8
  • Remaining global-route overflow: 0
  • Number of global-route vias before repair: 336

Drt
  • Count of unresolved DRC violations after routing: 0
  • Detailed Route WL: 970 µm
  • Detail-routed net length per standard cell: 10.8 µm
  • Number of detailed-route iterations in the first pass: 2
  • Via Count: 277
  • Number of violations reported at the end of detailed-routing iteration 0: 1
  • Count of antenna diodes in the layout: 0
  • Vias per std cell: 3.08
  • Number of nets with antenna violations after detailed routing: 0

Outcome
  • Outcome: finished clean

Die
  • Die X-Extent: 80 µm
  • Io pins: 21
  • Area enclosed by the die boundary: 6400 µm²
  • Starting density of the core: 5.79%
  • Core outline area: 3420 µm²
  • Cell row count: 21
  • Vertical die dimension: 80 µm

Worst hold path
  • Worst hold path stage count: 5
  • Hold crit path type: in -> out
  • Hold wc startpoint: sel[0]
  • Endpoint of the worst hold path: out

Clocking
  • Count of buffers added by post-CTS timing repair for setup: 0
  • Hold buffer count at CTS: 0

Job
  • Max-cap violations: 0
  • Tool warnings: 32

Placement
  • Placed cell count: 89
  • Count of buffers from port buffering: 21
  • Half-perimeter wire length after detailed placement: 760 µm
  • Worst slack at placement: -738 ps
  • Area after DPL: 472 µm²
  • Final RePlAce weighted congestion: 0.816

Power
  • Total power per unit cell area: 201 nW/µm²
  • IR drop worst, VDD: 0.0630 mV
  • Leak Pwr: 0.202 nW
## synth_stat cells (all sizes together)
cell	number	share of area, %
mux2i	3	15
a211oi	2	10
a311oi	2	8.9
nand3	1	2.5
a21oi	1	2.5
buf	2	11
mux2	2	13
nor3b	3	14
o32ai	1	4.4
nand2b	1	3.2
o41ai	1	4.4
nor4	1	3.2
clkbuf	1	7.0
## power breakdown
group | internal, W | total, W | leakage, nW | switching [W]
Sequential | 0 | 0 | 0 | 0
Clock | 0 | 0 | 0 | 0
Combinational | 0.0000681 | 0.000106 | 0.202 | 0.0000376
Total | 0.0000681 | 0.000106 | 0.202 | 0.0000376
## area by class of cell
class / count / area share (%)
Tap cell: 46 / 10.9
Timing Repair Buffer: 26 / 48.9
Multi-Input combinational cell: 18 / 40.1
## layer usage
metal / up-vias / track usage (%) / wire length [µm]
li1: 135 / - / -
met1: 121 / 5.08 / 622
met2: 21 / 2.81 / 192
met3: 0 / 1.82 / 155
met4: 0 / 0 / 0
met5: - / 0 / 0
## what timing repair did
| action | 4_1_cts | 5_1_grt |
|---|---|---|
| cloned | 1 | 0 |
| gates resized | 41 | 6 |
| setup endpoints to repair | 1 | 1 |
| pin swaps | 9 | 5 |
## critical path, stage by stage
cell	delay (ps)
buf_8	110
buf_12	130
mux2_4	290
a311oi_2	270
o32ai_1	120
buf_2	130
## worst max path at each step
stage	startpoint	end	slack, ps	depth (start not counted)
after CTS	in[6]	out	7	5
after global routing	sel[0]	out	3	6
final	sel[0]	out	30	6
## cell families (layout without fill, tap and decap cells)
kind of cell           Yosys count  in the layout
muxes                            5              5
buffers and inverters            3             26
AOI/OAI and AO/OA                7              7
and+or+nand+nor                  6              6
## metrics by stage
step / setup TNS [ps] / hold slack, ps / power (W)
4_1_cts: 0 / 1220 / 0.000103
5_1_grt: 0 / 1250 / 0.000114
3_3_place_gp: -746 / 1710 / 0.0000951
2_1_floorplan: 0 / 767 / 0.0000368
6_report: 0 / 1210 / 0.000106
3_5_place_dp: -738 / 1720 / 0.0000957
No activity file was given, so power comes from the tool's default toggle rates.
