[design.v]
`timescale 1ns/1ns
module comparator4bit (
    input A3, A2, A1, A0, 
    input B3, B2, B1, B0,
    output A_gt_B, A_lt_B, A_eq_B
);
    wire x3, x2, x1, x0;
    assign x3 = ~(A3 ^ B3);
    assign x2 = ~(A2 ^ B2);
    assign x1 = ~(A1 ^ B1);
    assign x0 = ~(A0 ^ B0);
    assign A_eq_B = x3 & x2 & x1 & x0;
    assign A_gt_B = (A3 & ~B3) |
                    (x3 & A2 & ~B2) |
                    (x3 & x2 & A1 & ~B1) |
                    (x3 & x2 & x1 & A0 & ~B0);
    assign A_lt_B = (~A3 & B3) |
                    (x3 & ~A2 & B2) |
                    (x3 & x2 & ~A1 & B1) |
                    (x3 & x2 & x1 & ~A0 & B0);
endmodule
module comparator4bit_tb();
    reg A3, A2, A1, A0, B3, B2, B1, B0;
    wire gt, lt, eq;
    comparator4bit comparator(A3, A2, A1, A0, B3, B2, B1, B0, gt, lt, eq);
    initial begin
        $dumpfile("exercise1_tb.vcd");
        $dumpvars(0, comparator4bit_tb);
        A3=1;A2=0;A1=1;A0=1; B3=1;B2=0;B1=0;B0=1; #20;
        $display("A=1011, B=1001 -> gt=%b lt=%b eq=%b", gt, lt, eq);
        A3=0;A2=1;A1=0;A0=0; B3=0;B2=1;B1=1;B0=1; #20;
        $display("A=0100, B=0111 -> gt=%b lt=%b eq=%b", gt, lt, eq);
        A3=1;A2=1;A1=0;A0=0; B3=1;B2=1;B1=0;B0=0; #20;
        $display("A=1100, B=1100 -> gt=%b lt=%b eq=%b", gt, lt, eq);
    end
endmodule
[run.sh]
#!/bin/bash
# OpenROAD 26Q1-2900-gdf79404cd8, Yosys 0.63+post, stock flow scripts
make -C /OpenROAD-flow-scripts/flow DESIGN_CONFIG=/design/flow/config.mk WORK_HOME=/design/flow/orfs finish
[config.mk]
export PLATFORM = sky130hd
export DESIGN_NAME = comparator4bit
export DESIGN_NICKNAME = comparator4bit
export VERILOG_FILES = /design/flow/design.v
export SDC_FILE = /design/flow/constraint.sdc
export NUM_CORES = 4
export LEC_CHECK = 1
export CORE_AREA = 10 10 70 70
export DIE_AREA = 0 0 80 80
[constraint.sdc]
current_design comparator4bit

set clk_period 1.7
set clk_io_pct 0.2

create_clock -name clk0 -period $clk_period

set non_clock_inputs [all_inputs -no_clocks]
set_input_delay [expr $clk_period * $clk_io_pct] -clock clk0 $non_clock_inputs
set_output_delay [expr $clk_period * $clk_io_pct] -clock clk0 [all_outputs]
==> changes_impl.md <==
### Metrics

- Vias/cell: 2.266
- Worst slew margin: 86.96%
- Yosys cell count: 19
- Seq/Total Area, Yosys: 0%
- Post-cts hold buffer count: 0
- Crit path required time: 1.36 ns
- Synth cell types: 9
- Total die size: 6400 µm²
- Startpoint types: input pin
- Layout cell share with drive strength beyond 1: 39.39%
- Grt ovf: 0
- Drt total wl: 575 µm
- Tot GR Track Use: 1.709%
- Max_cap viols: 0
- CP peak stage delay: 0.20 ns
- Sequential cell area: 0 µm²
- Worst-path maximum fanout: 4
- Multi-input gate area: 165.2 µm²
- 1st-pass router iterations: 2
- Final-layout clock buffer total: 0
- Slowest-stage cell, CP: ha_4
- Setup repair after global routing missed its margin: false
- Die x size: 80 µm
- I/O pin total: 11
- Drt wl/cell: 7.278 µm
- Row count: 21
- First-pass GRT wire length: 883 µm
- Max-slew violations: 0
- Final Setup Violations: 0
- Final Worst Setup Slack: 0.08406 ns
- Antenna cell count: 0
- DR vias: 179
- Critical path arrival: 1.28 ns
- Synth area leader: and3b_1
- Worst setup path class: input pin to output port
- Mapped cell area: 138.9 µm²
- Synth-to-Final Area Change: 153.2%
- Tool warnings: 33
- First DRT Iteration DRCs: 3
- Top-area cell share: 18.92%
- Pre-CTS setup slack: -0.7926 ns
- Top cells by area: and3b_1, ha_1, nand2b_1
- Status: complete, no violations
- Core area: 3416 µm²
- Worst vdd ir: 0.02781 mV
- DRC: 0
- Tmin final: 1.616 ns
- Tot Pwr: 0.07045 mW
- Pwr dens: 200.4 nW/µm²
- Flop count: 0
- Tcrit/Tclk final: 95.06%
- Die Y: 80 µm
- Largest net degree at the start of global routing: 5
- Port bufs: 11
- Post-Syn Area per Cell: 7.310 µm²
- Vias in the first global route: 189
- Final Hold Viols: 0
- Yosys warnings: 0
- CP cell instances: buf_6, inv_2, ha_4, and3b_1, a311oi_1, o21ai_1, buf_2
- Yosys Chip Area: 138.9 µm²
- Worst min path class: input pin to output port
- Initial antenna violation count: 0
- Fmax: 0.6188 GHz
- Least-Margin Pin Slew: 0.1943 ns
- Fillcell total: 400
- Setup TNS: 0 ns
- Synth Instances: 19
- Routed Antenna Nets: 0
- Min-Delay Path Depth: 5
- Static leakage: 0.1530 nW
- GPL Wtd Cong: 0.7213
- Initial core utilization: 4.066%
- Crit end category: output port
[final timing paths]
check  start  endpoint  slack [ns]
max       A3    A_lt_B        0.08
min       B3    A_lt_B        1.10
[per-layer routing]
metal / share of wire, % / vias up / routed length [µm] / GRT usage (%)
met4: 0 / 0 / 0 / 0
li1: - / 99 / - / -
met2: 40 / 7 / 231 / 2.729
met1: 44 / 73 / 251 / 1.912
met5: 0 / - / 0 / 0
met3: 16 / 0 / 92 / 1.250
[logic make-up after synthesis]
| logic type | share of synthesized area [%] |
|---|---|
| AOI/OAI and AO/OA | 19.82 |
| xor gates and xnor gates | 6.307 |
| adders and majority gates | 18.02 |
| buffers and inverters | 5.407 |
| and+or+nand+nor | 50.45 |
[area by class of cell]
cell class / instances / share of cell area, %
well taps: 46 / 16.37
multi-input cells: 17 / 46.98
repair buffers: 14 / 34.52
inverters: 2 / 2.135
[cells in the mapped netlist]
master and count:
nor2b_1 2, o21ai_1 2, a311oi_1 2, and3b_1 3, ha_1 2, inv_1 2
xnor2_1 1, nand4_1 1, nand2b_1 4
[worst max-delay path, delay by kind of cell]
kind                     cells  cell delay (ns)
buffers and inverters        3             0.27
AND-OR/OR-AND                2             0.29
AND/OR/NAND/NOR              1             0.18
adder cells (fa/ha/maj)      1             0.20
[per-stage QoR]
stage                     area, µm²  utilization [%]  std cells  hold slack [ns]
after CTS                     332.8            9.744         79            1.124
after global routing          351.6            10.29         79            1.134
after global placement        314.1            9.194         77            1.674
after detailed placement      314.1            9.194         77            1.685
after floorplan               138.9                -         19           0.7825
final                         351.6            10.29         79            1.100
[repair_timing]
item | CTS | global route
endpoints found under the setup margin | 3 | 2
buffers inserted | 2 | 0
gates cloned | 0 | 0
gates resized | 29 | 4
pin swaps | 5 | 0
[cell usage in the layout, fill, tap and decap left out, drive strengths merged]
cell type / instances
buf: 7
o21ai: 2
and3b: 3
nor2b: 2
clkdlybuf4s15: 3
ha: 2
a311oi: 2
nand4: 1
inv: 2
dlygate4sd2: 4
nand2b: 4
xnor2: 1
[power by group]
group | switching [mW] | total, mW | internal (mW)
registers | 0 | 0 | 0
logic | 0.0261 | 0.0705 | 0.0444
clock network | 0 | 0 | 0
total | 0.0261 | 0.0705 | 0.0444
Power is estimated from default activity; no workload was simulated.
