File: ./config.mk
export PLATFORM = sky130hd
export DESIGN_NAME = adder_subtractor_4bit
export DESIGN_NICKNAME = adder_subtractor_4bit
export VERILOG_FILES = /design/flow/design.v
export SDC_FILE = /design/flow/constraint.sdc
export NUM_CORES = 4
export LEC_CHECK = 1
export CORE_AREA = 10 10 70 70
export DIE_AREA = 0 0 80 80
File: ./design.v
module adder_subtractor_4bit(control, x3, x2, x1, x0, y3, y2, y1, y0, s3, s2, s1, s0, carryout);
    input control, x3, x2, x1, x0, y3, y2, y1, y0;
    output s3, s2, s1, s0, carryout;
    wire b3, b2, b1, b0;
    assign b3 = control ^ y3;
    assign b2 = control ^ y2;
    assign b1 = control ^ y1;
    assign b0 = control ^ y0;
    adder_4bit adder1(control, x3, x2, x1, x0, b3, b2, b1, b0, s3, s2, s1, s0, carryout);
endmodule
module adder_4bit(carryin, x3, x2, x1, x0, y3, y2, y1, y0, s3, s2, s1, s0, carryout);
    input carryin, x3, x2, x1, x0, y3, y2, y1, y0;
    output s3, s2, s1, s0, carryout;
    full_adder stage0 (carryin, x0, y0, s0, c1);
    full_adder stage1 (c1, x1, y1, s1, c2);
    full_adder stage2 (c2, x2, y2, s2, c3);
    full_adder stage3 (c3, x3, y3, s3, carryout);
endmodule
module full_adder(cin, a, b, sum, cout);
    input cin, a, b;
    output sum, cout;
    assign sum = a ^ b ^ cin;
    assign cout = (a & b) | (a & cin) | (b & cin); 
endmodule
File: ./constraint.sdc
current_design adder_subtractor_4bit

set clk_period 3.6
set clk_io_pct 0.2

create_clock -name clk0 -period $clk_period

set non_clock_inputs [all_inputs -no_clocks]
set_input_delay [expr $clk_period * $clk_io_pct] -clock clk0 $non_clock_inputs
set_output_delay [expr $clk_period * $clk_io_pct] -clock clk0 [all_outputs]
File: ./run.sh
#!/bin/bash
# OpenROAD 26Q1-2900-gdf79404cd8, Yosys 0.63+post, stock flow scripts
make -C /OpenROAD-flow-scripts/flow DESIGN_CONFIG=/design/flow/config.mk WORK_HOME=/design/flow/orfs finish
==> out/summary.txt <==
fin crit share: 98.4%
Die W: 80 um
Crit path max-delay family: adder cells
Avg Synthesized Cell Area: 10.1 um^2
Iteration-0 DRC Markers: 7
outcome: complete, no violations
Worst path max stage delay: 0.47 ns
port bufs: 14
Stages on worst setup path: 8
DR DRC count: 0
most common logic cell in the routed design: clkdlybuf4s50_1
grt met3 use: 1.14%
Hold/Removal Path Class: input port to output port
Top cells by area: fa_1 49%, xor2_1 22%, inv_1 12%, mux2_2 9.3%, xnor2_1 7.2%
Post-Syn Area: 121 um^2
DR pass1 iterations: 2
most frequent logic cells in the routed design: 10 x clkdlybuf4s50_1, 4 x inv_1, 2 x xor2_1, 2 x fa_2, 2 x clkdlybuf4s15_1
Critical Path RT: 2.88 ns
register share after synthesis: 0%
critical path type: input port to output port
GR Util met2: 2.57%
area of the core: 0.00342 mm^2
Min Hold Slack: 2.14 ns
Synth area leader: fa_1
first-pass GRT wire length: 765 um
slowest CP cell: fa_1
I/O pin count: 14
DRT antenna net count: 0
largest net degree at the start of global routing: 4
All-Layer GR Usage: 1.55%
GP Congestion: 0.678
fmax: 282 MHz
initial cell density of the core: 3.55%
drt total wl: 529 um
Yosys Instances: 12
vias: 135
max_slew headroom: 86.0%
Hold Fails Final Rpt: 0
crit-path cells: clkdlybuf4s15_1 -> mux2_4 -> fa_2 -> inv_1 -> fa_2 -> inv_1 -> fa_1 -> clkdlybuf4s50_1
Area Overhead vs Synth: 184%
Die H: 80 um
share of cells above drive strength 1: 18.5%
Synth Instances: 12
cts hold-fix bufs: 0
setup repair bufs after CTS: 0
stage-log warning count: 32
fin. max-slew vios: 0
RSZ-0062 raised after global routing: no
top cell type's share of synthesized area: 49.5%
initial antenna violation count: 0
MaxCap Viol Count: 0
Fill cells: 395
endpoints failing setup: 0
Worst Path Buf+Inv: 4
via count of the first global-routing pass: 149
actual slew at the worst max-slew pin: 0.209 ns
crit path DAT: 2.82 ns
Hold Path Stages: 3
leakage power: 0.000137 uW
met1 Usage GRT: 1.67%
routed vias/inst: 1.85
busiest grt layer: met2
HPWL Detailed: 512 um
registers: 0
crit end category: output port
Netlist cell types: 5
Routed WL per cell: 7.25 um
Worst Path Max Fanout: 3
clk_buf instances: 0
Overflow after GRT: 0
YS chip area: 121 um^2
peak supply drop: 0.0157 mV
fin util: 10.1%
Power Total: 50.5 uW
FP Rows: 21
post-layout minimum cycle time: 3.54 ns
setup_tns: 0 ns
register area: 0 um^2
chip area: 0.00640 mm^2
Synth Warn #: 3
antenna cells: 0
pwr dens: 147 mW/mm^2
Critical Path Source Type: input port
-- stage by stage --
step | cell area (um^2) | worst slack [ns] | instances
after floorplan | 121 | 0.800 | 12
after global placement | 327 | -0.261 | 73
after detailed placement | 327 | -0.268 | 73
after CTS | 332 | 0.00488 | 73
after global routing | 344 | 0.00666 | 73
final | 344 | 0.0573 | 73
-- power breakdown --
| group | internal (uW) | leakage, uW | switching, uW |
|---|---|---|---|
| combinational | 35.6 | 0.000137 | 14.9 |
| clock | 0 | 0 | 0 |
| sequential | 0 | 0 | 0 |
| total | 35.6 | 0.000137 | 14.9 |
-- what timing repair did --
item                       CTS  global route
pin swaps                    1             1
setup endpoints to repair    3             1
gates cloned                 0             0
resized                      6             4
-- area by class of cell --
class | instances | area, um^2 | area share [%]
well taps | 46 | 57.6 | 16.7
inverters | 4 | 15.0 | 4.36
multi-input cells | 8 | 123 | 35.6
repair buffers | 15 | 149 | 43.3
-- logic make-up (layout without fill, tap and decap cells) --
kind of cell             count (synthesis)  after routing  synth area share, %
XOR/XNOR                                 4              4                 28.9
adder cells (fa/ha/maj)                  3              3                 49.5
multiplexers                             1              1                 9.28
buffers and inverters                    4             19                 12.4
-- layer usage --
metal,wire length (um),up-vias
li1,-,62
met1,172,65
met2,251,8
met3,104,0
met4,0,0
met5,0,-
-- path summary, 6_finish.rpt --
path | from | endpoint | slack, ns
worst max-delay path | control | s3 | 0.06
worst min-delay path | y0 | s0 | 2.14
-- synthesized netlist by cell type (all sizes together) --
cell	count
fa	3
xor2	3
mux2	1
inv	4
xnor2	1
Power is estimated from default activity; no workload was simulated.
